`flow/run.sh`:
```
#!/bin/bash
# OpenROAD 26Q1-2900-gdf79404cd8, Yosys 0.63+post, stock flow scripts
make -C /OpenROAD-flow-scripts/flow DESIGN_CONFIG=/design/flow/config.mk WORK_HOME=/design/flow/orfs finish
```
`flow/config.mk`:
```
export PLATFORM = sky130hd
export DESIGN_NAME = full_hash
export DESIGN_NICKNAME = full_hash
export VERILOG_FILES = /design/flow/design.v
export SDC_FILE = /design/flow/constraint.sdc
export NUM_CORES = 4
export LEC_CHECK = 1
export CORE_UTILIZATION = 50
```
`flow/constraint.sdc`:
```
current_design full_hash

set clk_period 12.0
set clk_io_pct 0.2

create_clock -name clk0 -period $clk_period [get_ports {clk}]

set non_clock_inputs [all_inputs -no_clocks]
set_input_delay [expr $clk_period * $clk_io_pct] -clock clk0 $non_clock_inputs
set_output_delay [expr $clk_period * $clk_io_pct] -clock clk0 [all_outputs]
```
`flow/design.v`:
```
module C6 (
    input   wire [63:0] C6_in
    ,input  wire [2:0] i
    ,output wire [5:0] C6_out
);
assign C6_out[0] = C6_in[(i*8) + 6]; 
assign C6_out[1] = C6_in[(i*8) + 4]; 
assign C6_out[2] = C6_in[(i*8) + 5] ^ C6_in[(i*8) + 0]; 
assign C6_out[3] = C6_in[(i*8) + 2];
assign C6_out[4] = C6_in[(i*8) + 3];
assign C6_out[5] = C6_in[(i*8) + 7] ^ C6_in[(i*8) + 1];
endmodule
module control_part(
    input  wire clk
    ,input wire rst_n
    ,input wire F_dr
    ,input wire End_of_File
    ,input wire start
    ,input wire case_rc0
    ,output wire F_rtr
    ,output wire switch_operation
    ,output wire H_ready
    ,output wire validate_input
    ,output wire validate_R_H
    ,output reg [2:0] R_i
);
    reg[2:0] state;
    reg[2:0] next_state;
    localparam  [2:0] S_start = 3'd0;
    localparam  [2:0] S_read =  3'd1;
    localparam  [2:0] S_OP1_RR = 3'd2;
    localparam  [2:0] S_RI= 3'd3;
    localparam  [2:0] S_WAIT1 = 3'd4;
    localparam  [2:0] S_OP2_AZZERA = 3'd5;
    localparam  [2:0] S_OP2_RI = 3'd6;
    localparam  [2:0] S_END= 3'd7;
    reg [3:0] R_r;
    reg       VLI; 
    reg       SW_O;
    reg       H_R;
    reg       F_rtr_s; 
    wire incrementation_round,ric_12,real_start, last_iteration;
    assign F_rtr = F_rtr_s;
    assign switch_operation = SW_O;
    assign incrementation_round = (R_i==3'd7)?1'b1:1'b0;
    assign validate_input = F_dr & F_rtr;
    assign validate_R_H = VLI;  
    assign last_iteration = (R_i == 3'd6)?1'b1:1'b0;
    assign ric_12 = (R_r == 4'd11)?1'b1:1'b0;
    assign H_ready = H_R;
    assign real_start = case_rc0 & start;
    always_ff @(posedge clk or negedge rst_n ) 
      if(!rst_n)
      begin
        state <= S_start;
      end
      else if(real_start == 1'b1)
      begin
        state <= S_start;
      end
      else
      begin
        state <= next_state;
      end
    always_comb 
        case(state)
          S_start: 
          begin
            if(F_dr == 1'b1 && F_rtr_s == 1'b1)
              next_state = S_read;
            else if(F_rtr_s == 1'b1 && End_of_File == 1'b1)
              next_state = S_OP2_RI;
            else 
              next_state = state;              
          end
          S_read:
            begin
                next_state = S_OP1_RR;
            end
          S_OP1_RR: 
            begin
              if(ric_12 == 1'b0  && incrementation_round == 1'b0)
              next_state = S_RI;
              else 
              next_state = state; 
            end
          S_RI:
            begin
              if(incrementation_round == 1'b1 && ric_12 == 1'b0)
                next_state = S_OP1_RR;
              else if(ric_12 == 1'b1 && last_iteration == 1'b1)
                next_state = S_WAIT1;
               else 
              next_state = state; 
            end
          S_WAIT1:
            begin
            if(F_dr == 1'b1)
              next_state = S_read;
            else if(End_of_File == 1'b1)
              next_state = S_OP1_AZZERA;
               else 
              next_state = state; 
            end
          S_OP2_AZZERA:
            begin
              next_state = S_OP2_RI;
            end
          S_OP2_RI:
            begin
            if(last_iteration == 1'b1)
              next_state = S_END;
               else 
              next_state = state; 
            end
          S_END:
            begin
            next_state = S_END;
            end
        endcase
    always_ff @(posedge clk) 
        if(state == S_start || state == S_WAIT1) 
        begin
            R_i <= 3'b000;
            R_r <= 4'b1111;  
        end  
        else if(state == S_RI) 
        begin
            R_i <= R_i+3'd1;
        end else if (state == S_OP1_RR) 
        begin  
            R_i<=3'b000;
            R_r<=R_r+3'd1;
        end
        else if(state == S_OP1_AZZERA) 
        begin
          R_i<=3'b000;
        end                                                                             
        else if(state == S_OP2_RI) 
         begin
          R_i<=R_i+3'd1;
        end
    always_ff @(posedge clk  ) 
     if(state == S_start) 
      begin
        SW_O <=0;
      end 
      else if(state == S_OP2_RI) 
      begin
        SW_O <= 1'b1;
      end
    always_ff @(posedge clk  ) 
       if(state == S_start) 
        begin 
            F_rtr_s <=1'b1;
        end 
        else if(state == S_WAIT1)
        begin 
          F_rtr_s <= 1'b1;
        end 
        else if(state == S_read || state == S_OP1_AZZERA) 
        begin
          F_rtr_s<=1'b0;
        end
    always_ff @(posedge clk  ) 
       if(state == S_start) 
        begin
          VLI <=1'b0;
        end
        else if(state == S_OP1_RR || state == S_OP2_AZZERA) 
        begin
          VLI <= 1'b1;
        end
        else if(state == S_WAIT1 || state == S_END) 
        begin
          VLI<= 1'b0;
        end
    always_ff  @(posedge clk  )
     if(state == S_start) 
        begin 
            H_R <=1'b0;
        end 
        else if(state == S_END) 
        begin
          H_R <=1'b1;
        end
endmodule
module full_hash (
    input wire clk
    ,input wire rst_n
    ,input wire start
    ,input wire [7:0] Byte
    ,input wire End_of_File
    ,input wire F_dr
    ,output reg [0:31] R_h
    ,output wire F_rtr
    ,output wire H_ready
);
    wire case_rc0,sw_o,vi,v_R_H;  
    wire [2:0] i;
    wire [31:0] digest;
    wire [0:31] real_digest;  
    assign R_h = real_digest;
    control_part control(
        .clk(clk)
        ,.rst_n(rst_n)
        ,.F_dr(F_dr)
        ,.End_of_File(End_of_File)
        ,.start(start)
        ,.case_rc0(case_rc0)
        ,.F_rtr(F_rtr)
        ,.switch_operation(sw_o)
        ,.H_ready(H_ready)
        ,.validate_input(vi)
        ,.validate_R_H(v_R_H)
        ,.R_i(i)
    );
    operative_part operative(
     .B(Byte)
    ,.start(start)  
    ,.clock(clk)
    ,.rstn(rst_n)
    ,.validate_input(vi)
    ,.switch_operation(sw_o)
    ,.validate_R_h(v_R_H)
    ,.R_i(i)
    ,.R_h(digest)
    ,.case_R_c_zero(case_rc0)
    );
    inverter invertitore(  
    .H_in(digest)
    ,.H_out(real_digest)
    );
endmodule
module inverter (
    input  wire [31:0] H_in
    ,output wire [0:31] H_out
);
    assign H_out = {    H_in[3:0],
                        H_in[7:4],
                        H_in[11:8],
                        H_in[15:12],
                        H_in[19:16],
                        H_in[23:20],
                        H_in[27:24],
                        H_in[31:28]
                        };
endmodule
module M6 (
     input  wire [7:0] a
    ,output wire [5:0] b 
);
assign b[0] = a[5] ^ a[4] ;
assign b[1] = a[6];
assign b[2] = a[7];
assign b[3] = a[0];
assign b[4] = a[1];
assign b[5] = a[3] ^ a[2];
endmodule
module operative_part (
    input   wire [7:0] B
    ,input  wire start 
    ,input  wire clock
    ,input  wire rstn
    ,input  wire validate_input 
    ,input  wire switch_operation 
    ,input  wire validate_R_h 
    ,input  wire [2:0] R_i
    ,output reg [31:0] R_h 
    ,output wire case_R_c_zero 
);
    reg [7:0]  R_b;
    reg [63:0] R_c = 64'd0;
    wire [5:0] m6_out;
    wire [7:0] m6_in;
    wire [5:0] c6_out;
    wire [63:0] c6_in;
    wire [5:0] sbox_in;
    wire [3:0] sbox_out;
    wire [31:0] xor_shift_in;
    wire [31:0] xor_shift_out;
    wire real_start;
assign case_R_c_zero = (R_c == 64'd0)?1'b1:1'b0;
assign m6_in = R_b;
assign c6_in = R_c;
assign real_start = case_R_c_zero & start;
assign sbox_in = switch_operation == 1? c6_out : m6_out; 
assign xor_shift_in = R_h;
M6 modulo_m6(
    .a(m6_in),
    .b(m6_out));
C6 modulo_c6(
    .C6_in(c6_in),
    .i(R_i),
    .C6_out(c6_out));
sbox modulo_sbox(
    .in(sbox_in),
    .out(sbox_out)
);
xor_shift modulo_xor_shift(
    .H(xor_shift_in),
    .S(sbox_out),
    .I(R_i),
    .H_modified(xor_shift_out)
);
always_ff @(posedge clock or negedge rstn) begin
    if (!rstn) begin 
        R_c <= 64'd0;
        R_h <= 32'h32FE1AF3; 
        R_b <= 8'd0;
    end
    else if(real_start==1'b1) 
    begin
        R_c <= 64'd0;
        R_h <= 32'h32FE1AF3;  
        R_b <= 8'd0;
    end
    else 
    begin
        if(validate_input == 1) begin 
            R_c <= R_c + 64'd1;
            R_b <= B;
        end 
        if(validate_R_H == 1) begin 
            R_h <= xor_shift_out;
        end
    end
end
endmodule
module sbox (
    input   wire [5:0] in
    ,output wire [3:0] out
);
        reg [3:0] sup_out;
        assign out = sup_out;
        always_comb
          case (in)
            6'b000000: sup_out = 4'b0010;
            6'b000001: sup_out = 4'b1110;
            6'b000010: sup_out = 4'b1100;
            6'b000011: sup_out = 4'b1011;
            6'b000100: sup_out = 4'b0100;
            6'b000101: sup_out = 4'b0010;
            6'b000110: sup_out = 4'b0001;
            6'b000111: sup_out = 4'b1100;
            6'b001000: sup_out = 4'b0111;
            6'b001001: sup_out = 4'b0100;
            6'b001010: sup_out = 4'b1010;
            6'b001011: sup_out = 4'b0111;
            6'b001100: sup_out = 4'b1011;
            6'b001101: sup_out = 4'b1101;
            6'b001110: sup_out = 4'b0110;
            6'b001111: sup_out = 4'b0001;
            6'b010000: sup_out = 4'b1000;
            6'b010001: sup_out = 4'b0101;
            6'b010010: sup_out = 4'b0101;
            6'b010011: sup_out = 4'b0000;
            6'b010100: sup_out = 4'b0011;
            6'b010101: sup_out = 4'b1111;
            6'b010110: sup_out = 4'b1111;
            6'b010111: sup_out = 4'b1100;
            6'b011000: sup_out = 4'b1101;
            6'b011001: sup_out = 4'b0011;
            6'b011010: sup_out = 4'b0000;
            6'b011011: sup_out = 4'b1001;
            6'b011100: sup_out = 4'b1110;
            6'b011101: sup_out = 4'b1000;
            6'b011110: sup_out = 4'b1001;
            6'b011111: sup_out = 4'b0110;
            6'b100000: sup_out = 4'b0100;
            6'b100001: sup_out = 4'b1011;
            6'b100010: sup_out = 4'b0010;
            6'b100011: sup_out = 4'b1000;
            6'b100100: sup_out = 4'b0001;
            6'b100101: sup_out = 4'b1100;
            6'b100110: sup_out = 4'b1011;
            6'b100111: sup_out = 4'b0111;
            6'b101000: sup_out = 4'b1100;
            6'b101001: sup_out = 4'b0001;
            6'b101010: sup_out = 4'b1101;
            6'b101011: sup_out = 4'b1110;
            6'b101100: sup_out = 4'b0111;
            6'b101101: sup_out = 4'b0010;
            6'b101110: sup_out = 4'b1000;
            6'b101111: sup_out = 4'b1101;
            6'b110000: sup_out = 4'b1111;
            6'b110001: sup_out = 4'b0110;
            6'b110010: sup_out = 4'b1001;
            6'b110011: sup_out = 4'b1111;
            6'b110100: sup_out = 4'b1100;
            6'b110101: sup_out = 4'b0000;
            6'b110110: sup_out = 4'b0101;
            6'b110111: sup_out = 4'b1001;
            6'b111000: sup_out = 4'b0110;
            6'b111001: sup_out = 4'b1100;
            6'b111010: sup_out = 4'b0011;
            6'b111011: sup_out = 4'b0100;
            6'b111100: sup_out = 4'b0000;
            6'b111101: sup_out = 4'b0101;
            6'b111110: sup_out = 4'b1110;
            6'b111111: sup_out = 4'b0011;
        endcase
endmodule
module xor_shift (
    input wire [31:0] H
    ,input wire [3:0] S
    ,input wire [2:0] I
    ,output wire [31:0] H_modified
);
reg [31:0] H_m;  
assign H_modified = H_m;
always_comb
begin
    H_m = H; 
    H_m[(I*4)+: 4] = ((H[(((I+1)%8)*4)+:4] ^ S) << (I/2)) | ((H[(((I+1)%8)*4)+:4] ^ S) >> (4 - (I/2)));
end
endmodule
```
==> results.cfg <==
; yosys + openroad results
[synth]
synth_cell_type_count = 82
ys.flop_type = dfrtp_1
synth_seq_share_pct = 38.8
yosys_area_um2 = 7470
netlist.area_leader.share_pct = 29.5
async_reset_ff_share_pct = 91.5
top_area_cell = dfrtp_1
mux_area_share_pct = 8.17
syn_inst = 790
topCombFamilyByArea = simple AND/OR/NAND/NOR gates
ys_sh_adder_pct = 3.52
synth-edff-count = 0
avgSynthCellArea_um2 = 9.46
netlist_area_um2 = 7470
simple_gate_area_share_pct = 19.6
synth.area.top_cells = dfrtp_1 (29%), dfstp_2 (6.7%), xnor2_1 (5.5%)
yosysWarnings = 9
synth_stat.cells = 790
synth-xor-area-share_pct = 10.2
ys_sh_aoi_pct = 16.0
synth_flops = 117

[critical_path]
crit_fanout = 16
cp.arrival_ns = 6.05
path_cells = clkdlybuf4s50_1, and2_1, buf_4, nand2_1, nor2_1, nand3_1, nor4_1, nand2_1, or3_1, nor2_1, nand4_1, xnor2_1
critPathBufInv = 2
rr_worst_depth = 18
crit_type = input port to flip-flop
cp_slowest_cell = nor4_1
crit_family = simple AND/OR/NAND/NOR gates
cp-end-kind = flip-flop
path_depth = 12
startpoint_type = input port
max_stage_delay_ns = 0.69
critPathRequiredTime_ns = 12.30

[sta]
slew_violations = 0
rsz0062_at_grt = false
clock_skew_ns = 0.00731
setup_tns_ns = 0
setup_viol = 0
finalCritPeriodShare_pct = 48.0
worstMarginPinSlew_ns = 0.871
hold_violations = 0
max_slew_margin_pct = 41.7
finalWorstSetupSlack_ns = 6.25
period_needed_ns = 5.75
max_freq_ghz = 0.174

[power_and_ir_drop]
peakVddDrop_uv = 90.3
netSwitchingPower_uw = 192
p_leak_nw = 3.71
p_int_uw = 672
seq_power_share_pct = 45.7
p_clk_share_pct = 53.0
comb_power_share_pct = 1.3
power.share.switching_pct = 22.2
p_per_area_nw_per_um2 = 101

[detailed_routing]
initialDrtViolationCount = 585
drt_wl_total_um = 19300
wire_per_inst_um = 18.8
via_per_inst = 6.19
insertedDiodeCount = 0
drc = 0
vias = 6339
first_pass_iters = 5
ant_nets = 0

[global_route]
grtUsageTotal_pct = 27.0
overflow = 0
antenna_found_initial = 0
grt_pass1_vias = 6123
grt_max_degree = 44
grt_pass1_wl_um = 32500

[layout]
final_core_utilization_pct = 59.1
final_cells = 1024
area_growth_pct = 15.0
layout_top_cells = nand2_1 (98), dfrtp_1 (88), nor2_1 (68)
layout_top_cell_excl_fill_tap = nand2_1
final_layout_size_suffix_gt1_share_pct = 11.9

[place]
post-dp-hpwl_um = 13800
dp_cells = 992
pre_cts_slack_ns = 5.92
place.gp.congestion = 0.972
port_buffers = 46

[hold_path]
hp-class = flip-flop to flip-flop
hold_depth = 1

[floorplanning]
die_area_um2 = 15400
io_pins = 47
row_count = 44
dieHeight_um = 124
initial_core_util_pct = 51.4
coreArea_um2 = 14500
fp.dieW_um = 124

[clock_network]
cts_tree = done
cts_buffers = 17
clock-sinks = 117
clockBufferDepth = 2
cts.repair.resized = 0
post_cts_buffers = 0
hold_buffers = 0
clock_latency_ns = 0.42
htreeDepth = 4
root_buffer = clkbuf_16
path_clk_slew_ns = 0.06

[status]
status = completed

[flow_run]
cap_violations = 0
warnings = 38
==> cell type report <==
class                           count  area (um2)
Clock inverter                     12        80.1
Inverter                           24        95.1
Timing Repair Buffer               55         526
Fill cell                        1209        5940
Sequential cell                   117        2900
Multi-Input combinational cell    612        4300
Clock buffer                       20         457
Tap cell                          184         230
==> Yosys cell counts (3+ instances only) <==
cell type and number:
nand2_1 98, dfrtp_1 88, nor2_1 68, xnor2_1 47, a21oi_1 39, xor2_1 38
clkbuf_1 26, nand3_1 26, inv_1 22, mux2i_1 22, ha_1 21, dfstp_2 19
nor4_1 18, o21ai_0 17, and3_1 16, nand4_1 15, mux4_2 14, nor3_1 11
o21ai_1 11, o22ai_1 11, dfxtp_1 10, a211oi_1 9, nor2b_1 9, o31ai_1 8
and2_1 7, nand2b_1 7, nand3b_1 7, a221o_1 5, and4_1 5, buf_2 5
o2bb2ai_1 5, or3_1 5, a211o_1 4, a311oi_1 4, buf_6 4, mux2_2 4
a22oi_1 3, a31oi_1 3, a32o_1 3, nor4b_1 3, o22a_1 3
==> worst register-to-register path, delay by kind of cell (launching register included) <==
family          cells  cell delay, ns
flops               1            0.30
compound gates     10            2.81
mux                 3            0.79
fa+ha+maj           1            0.55
buf+inv             3            0.79
xor+xnor            1            0.21
==> logic make-up after synthesis <==
logic type / Yosys count
muxes: 42
DFF: 117
xor gates and xnor gates: 86
AOI/OAI and AO/OA: 162
and+or+nand+nor: 301
adders and majority gates: 21
buffers and inverters: 61
==> path summary, 6_finish.rpt <==
| kind | from | endpoint | slack, ns |
|---|---|---|---|
| setup / recovery | F_dr | operative.R_c[62] | 6.25 |
| hold / removal | control.R_r[0] | control.R_r[0] | 0.49 |
| setup reg to reg | control.R_i[0] | operative.R_h[13] | 6.40 |
| hold reg to reg | control.R_r[0] | control.R_r[0] | 0.49 |
| max in group asynchronous | rst_n | operative.R_h[28] | 8.70 |
| min in group asynchronous | rst_n | operative.R_c[8] | 1.90 |
==> power groups by stage <==
stage | combinational (mW) | sequential, mW | clock, mW
final | 0.0115 | 0.395 | 0.458
after global routing | 0.0134 | 0.394 | 0.486
after CTS | 0.0122 | 0.395 | 0.465
==> routing by layer <==
| layer | up-vias | share of wire, % | global-route usage [%] |
|---|---|---|---|
| met2 | 256 | 43 | 37.7 |
| met4 | 0 | 1.2 | 3.69 |
| met1 | 3123 | 48 | 43.5 |
| met5 | - | 0 | 0 |
| met3 | 21 | 8.5 | 9.18 |
| li1 | 2939 | - | - |
==> stage by stage <==
stage | area [um2] | power [mW] | hold WS [ns]
after floorplan | 7470 | 0.402 | 0.450
after global placement | 8050 | 0.413 | 0.472
after detailed placement | 8050 | 0.414 | 0.477
after CTS | 8590 | 0.872 | 0.490
after global routing | 8590 | 0.894 | 0.516
final | 8590 | 0.864 | 0.487
==> flip-flops by register name, indices dropped and copies added (netlist names) <==
| name | cells |
|---|---|
| control.R_i | 3 |
| control.R_r | 4 |
| control.H_R | 1 |
| operative.R_h | 32 |
| operative.R_c | 64 |
| control.F_rtr_s | 1 |
| control.SW_O | 1 |
| control.state | 3 |
| operative.R_b | 8 |
Power figures rest on the tool's default switching activity, not on a simulated workload.
